File: flow/design.v
`timescale 1ns / 1ps
module uart_tx
  #(parameter CLKS_PER_BIT=17)
  (
   input       i_Clock,
   input       i_Tx_DV, 
   output      o_Tx_Active,
   output reg  clk2mhz,
   output reg  o_Tx_Serial,
   output      o_Tx_Done
   );
  parameter s_IDLE         = 3'b000;
  parameter s_TX_START_BIT = 3'b001;
  parameter s_TX_DATA_BITS = 3'b010;
  parameter s_TX_STOP_BIT  = 3'b011;
  parameter s_CLEANUP      = 3'b100; 
  reg [2:0]    r_SM_Main     = 0;
  reg [7:0]    r_Clock_Count = 0;
  reg [2:0]    r_Bit_Index   = 0;
  reg [7:0]    r_Tx_Data     = 0;
  reg          r_Tx_Done     = 0;
  reg          r_Tx_Active   = 0;
  integer i=0;
  reg [7:0]    mem2 [16:0];
  reg [6:0]    clk_count     = 0; 
 initial begin
  mem2[0]="A";
   mem2[1]="T";
    mem2[2]="+";
     mem2[3]="S";
      mem2[4]="E";
       mem2[5]="N";
        mem2[6]="D";
         mem2[7]="=";
         mem2[8]="0";
         mem2[9]=",";
         mem2[10]="5";
         mem2[11]=",";
         mem2[12]="A";
         mem2[13]="M";
         mem2[14]="O";
         mem2[15]="G";
         mem2[16]="H";
 end
always @(posedge i_Clock)
begin
if((clk_count>=25) && (clk_count<50))
begin
clk2mhz<=1;
clk_count<=clk_count+1;
end
else
begin
clk2mhz<=0;
clk_count<=clk_count+1;
end
if(clk_count>=50)
begin
clk_count<=0;
end
end
always @(posedge r_Tx_Done)
begin
if(i<16)
begin
i=i+1;
end
else
begin
i=0;
end
end
  always @(posedge clk2mhz)
    begin
      case (r_SM_Main)
        s_IDLE :
          begin
            o_Tx_Serial   <= 1'b1;          
            r_Tx_Done     <= 1'b0;
            r_Clock_Count <= 0;
            r_Bit_Index   <= 0;
            if (i_Tx_DV == 1'b1)
              begin
                r_Tx_Active <= 1'b1;
                r_Tx_Data   <= mem2 [i];
                r_SM_Main   <= s_TX_START_BIT;
              end
            else
              r_SM_Main <= s_IDLE;
          end  
        s_TX_START_BIT :
          begin
            o_Tx_Serial <= 1'b0;
            if (r_Clock_Count < CLKS_PER_BIT-1)
              begin
                r_Clock_Count <= r_Clock_Count + 1;
                r_SM_Main     <= s_TX_START_BIT;
              end
            else
              begin
                r_Clock_Count <= 0;
                r_SM_Main     <= s_TX_DATA_BITS;
              end
          end  
        s_TX_DATA_BITS :
          begin
            o_Tx_Serial <= r_Tx_Data[r_Bit_Index];
            if (r_Clock_Count < CLKS_PER_BIT-1)
              begin
                r_Clock_Count <= r_Clock_Count + 1;
                r_SM_Main     <= s_TX_DATA_BITS;
              end
            else
              begin
                r_Clock_Count <= 0;
                if (r_Bit_Index < 7)
                  begin
                    r_Bit_Index <= r_Bit_Index + 1;
                    r_SM_Main   <= s_TX_DATA_BITS;
                  end
                else
                  begin
                    r_Bit_Index <= 0;
                    r_SM_Main   <= s_TX_STOP_BIT;
                  end
              end
          end  
        s_TX_STOP_BIT :
          begin
            o_Tx_Serial <= 1'b1;
            if (r_Clock_Count < CLKS_PER_BIT-1)
              begin
                r_Clock_Count <= r_Clock_Count + 1;
                r_SM_Main     <= s_TX_STOP_BIT;
              end
            else
              begin
                r_Tx_Done     <= 1'b1;
                r_Clock_Count <= 0;
                r_SM_Main     <= s_CLEANUP;
                r_Tx_Active   <= 1'b0;
              end
          end  
        s_CLEANUP :
          begin
            r_Tx_Done <= 1'b1;
            r_SM_Main <= s_IDLE;
          end
        default :
          r_SM_Main <= s_IDLE;
      endcase
    end
  assign o_Tx_Active = r_Tx_Active;
  assign o_Tx_Done   = r_Tx_Done;
endmodule
File: flow/run.sh
#!/bin/bash
# OpenROAD 26Q1-2900-gdf79404cd8, Yosys 0.63+post, stock flow scripts
make -C /OpenROAD-flow-scripts/flow DESIGN_CONFIG=/design/flow/config.mk WORK_HOME=/design/flow/orfs finish
File: flow/config.mk
export PLATFORM = sky130hd
export DESIGN_NAME = uart_tx
export DESIGN_NICKNAME = uart_tx
export VERILOG_FILES = /design/flow/design.v
export SDC_FILE = /design/flow/constraint.sdc
export NUM_CORES = 4
export LEC_CHECK = 1
export CORE_UTILIZATION = 40
File: flow/constraint.sdc
current_design uart_tx

set clk_period 2.2
set clk_io_pct 0.2

create_clock -name clk0 -period $clk_period [get_ports {i_Clock}]

set non_clock_inputs [all_inputs -no_clocks]
set_input_delay [expr $clk_period * $clk_io_pct] -clock clk0 $non_clock_inputs
set_output_delay [expr $clk_period * $clk_io_pct] -clock clk0 [all_outputs]
==> summary.txt <==
Item: results of the latest flow run.

- The run finished with clean final reports.
- The critical path capture point type is a flip-flop.
- The clock root buffer is clkbuf_8.
- The wire length of the first global-routing pass is 9210 microns.
- The die covers 0.00809 sq mm.
- The tally of unique sky130hd cells used after synthesis is 44.
- The worst-path maximum fanout is 6.
- Yosys mapped a number of flops with a built-in enable equal to 21.
- Looking at area per cell type in the netlist, the leader is dfxtp_1.
- For the final routed database, the setup TNS stands at 0 ps.
- The worst register-to-register path has a setup slack of 730 ps.
- The static leakage is 1.09 nW.
- Per the OpenROAD floorplan log, the area of the core is 0.00737 sq mm.
- Counting I/O delays and the setup requirement, the final critical path takes 1470 ps.
- The routed design shows a wire length per standard cell of 12.4 microns.
- Synthesis produced a netlist whose cell count is 331.
- The number of cells traversed by the worst hold path is 1.
- From bottom edge to top edge, the die measures 90.0 microns.
- The final critical path takes up 66.6% of the cycle.
- The launch point of the worst min-delay path is recorded as clk_count[6].
- Setup repair after global routing left no endpoint under its margin.
- The number of detailed-routing iterations run before antenna repair is 4.
- The number of failing setup endpoints in the final timing report is 0.
- Once the clock tree was built, the resizer swapped 0 gates to a different size.
- The number of max-capacitance violations reported is 0.
- The tool warning count for the run is 32.
- The kind of start point of the critical path is a flip-flop.
- Looking at the clock tree report, the maximum root-to-sink buffer count equals 2.
- The worst register-to-register path depth is 4.
- The timer found 56 register pins that no clock reaches; their paths are not timed.
- The destination of the worst hold path is clk2mhz.
- The most used flip-flop cell after synthesis is dfxtp_1.
- The number of standard cells reported by yosys is 331.
- The worst endpoint required time is 2370 ps.
- The number of rows created at floorplan is 31.
- The initial antenna violation count is 0.
- The total congestion overflow is 0.
- The maximum number of pins on one net before global-route repair is 34.
- The die width is 90.0 microns.
- In the post-route report, total wirelength is listed as 5280 microns.
- Looking at the setup timing report, the critical path kind is flip-flop to flip-flop.
- The via count of the first global-routing pass is 2,063.
- Before any placement, the netlist area is recorded as 0.00309 sq mm.
- CTS added clock buffers totalling 3.
- The tightest slew margin relative to the limit is 48.2%.
- The number of I/O port buffers is 5.
- 77 endpoints have no timing constraint.
- The number of post-CTS setup repair buffers is 0.
- The timing report gives the clock slew at the launch and capture registers of the worst setup and hold paths as 40 ps.
- STA puts the critical path data arrival time at 1630 ps.
- At the pin with the least slew margin, the transition time is 770 ps.
- The layout overhead on the synthesized area is 5.78%.
- After synthesis, the cell types taking the most area are dfxtp_1 (28%), edfxtp_1 (20%), nor2_1 (5.6%), xnor2_1 (4.5%), ha_1 (4.4%).
- The overall routing resource usage is 13.8%.
- The number of endpoints with negative hold slack in the final report is 0.
- Yosys reports a chip area of 0.00309 sq mm.
- The ratio of total power to cell area is 110 mW/mm^2.
- The reg-to-reg critical path endpoint is clk_count[3].
- Antenna repair during routing inserted a diode count of 0.
- TritonCTS built the clock tree.
- The remaining antenna violation count after routing is 0.
- The share of post-route cells with drive strength above 1 is 4.59%.
- The maximum ir drop on the vdd rail is 0.000102 V.
- The maximum clock frequency is 682 MHz.
- The detailed-route DRC error count is 0.
- The CTS H-tree depth is 1.
- For the worst-skew pair, the clock arrives at the later sink with an insertion delay of 230 ps.
- The routed design shows a via density per instance of 5.32.
- The final weighted congestion recorded by global placement is 0.811.
- The mean instance size in the synthesized netlist is 9.35 sq um.
- Warnings reported by Yosys during synthesis add up to 1.
- The number of storage elements in the synthesis netlist is 64.
- The post-cts hold-fix buffer tally is 0.
- The HPWL after detailed placement is 3760 microns.
- Per the final report, max-transition violations number 0.
- The startpoint of the lowest-slack register-to-register path is clk_count[2].
- In the synthesized netlist the async set-or-reset flop fraction comes to 0%.
- The count of pins on the block boundary is 6.
- The initial standard-cell utilization of the core is 42.0%.
- The violation tally from detailed-route iteration zero is 70.
- The final route contains 2,267 vias.
- The share of the synthesized area in the top cell type is 27.8%.
- The final timing report lists clock skew as 0.967 ps.
- The worst min-delay path class is flip-flop to flip-flop.
- The final cell utilization of the core is 44.4%.
- Summing the sequential cell areas from Yosys gives 48.2% of the chip area.
## power breakdown
group / leakage [nW] / switching [mW] / internal (mW) / total (mW)
combinational: 0.511 / 0.0121 / 0.0130 / 0.0250
clock: 0.0216 / 0.0577 / 0.118 / 0.176
sequential: 0.562 / 0.00695 / 0.153 / 0.160
total: 1.09 / 0.0767 / 0.285 / 0.361
## worst max-delay path by stage
stage	start	end	slack (ps)	cells past startpoint
4_1_cts	clk2mhz	clk2mhz	710	1
5_1_grt	clk_count[2]	clk_count[3]	640	4
6_report	clk_count[2]	clk_count[3]	730	4
## cell families after synthesis
| family | Yosys count | share of synthesized area, % |
|---|---|---|
| AND-OR/OR-AND | 58 | 11.6 |
| XOR/XNOR | 21 | 5.94 |
| adder cells (fa/ha/maj) | 11 | 4.45 |
| buffers and inverters | 33 | 4.33 |
| flip-flops | 64 | 48.2 |
| multiplexers | 3 | 1.37 |
| other | 1 | 0.121 |
| AND/OR/NAND/NOR | 140 | 23.9 |
## flip-flops by register name (all words and copies together), names as in the netlist
name / flops
clk_count: 7
r_Tx_Data: 7
r_Clock_Count: 8
clk2mhz: 1
r_SM_Main: 3
r_Tx_Done: 1
o_Tx_Serial: 1
r_Tx_Active: 1
r_Bit_Index: 3
i: 32
## synth_stat cells, types with 2 or more instances
cell / number
a211oi_1: 3
a21oi_1: 18
a31oi_1: 4
and3_1: 2
and4_1: 3
buf_1: 2
buf_2: 2
clkbuf_1: 13
dfxtp_1: 43
edfxtp_1: 21
ha_1: 11
inv_1: 15
mux2i_1: 2
nand2_1: 14
nand2b_1: 2
nand3_1: 17
nand4_1: 5
nand4_2: 2
nor2_1: 46
nor2b_1: 2
nor3_1: 6
nor4_1: 11
o21ai_0: 12
o22ai_1: 2
o31ai_1: 11
or2_2: 4
or3_1: 8
or4_1: 15
xnor2_1: 16
xor2_1: 5
## critical path: stages (launching register included)
cell and delay [ps]:
dfxtp_1 340, or3_1 390, or2_2 280, a31o_2 290
nor2_1 110
## per-stage QoR
stage | hold WS [ps] | power [mW] | worst slack [ps] | instance area [sq um] | cells
2_1_floorplan | 393 | 0.180 | 809 | 3110 | 334
3_3_place_gp | 432 | 0.186 | 764 | 3230 | 423
3_5_place_dp | 432 | 0.188 | 733 | 3230 | 423
4_1_cts | 437 | 0.367 | 715 | 3270 | 426
5_1_grt | 446 | 0.377 | 638 | 3270 | 426
6_report | 423 | 0.361 | 734 | 3270 | 426
## layout by cell type (no fill, tap or decap), types with 6 or more instances in the layout
cell       n
a21oi_1   18
dfxtp_1   43
edfxtp_1  21
ha_1      11
inv_1     15
nand2_1   14
nand3_1   17
nor2_1    46
nor3_1     6
nor4_1    11
o21ai_0   12
o31ai_1   11
or3_1      8
or4_1     15
xnor2_1   16
## per-layer routing
metal	vias to the layer above	part of all wire (%)	global-route usage, %
li1	1189	-	-
met1	1057	51	21.2
met2	16	47	23.6
met3	5	1.1	0.601
met4	0	0.91	1.08
met5	-	0	0
## cell type report
type | instances | area, sq um
clock buffers | 3 | 41.3
fillers | 704 | 4100
inverters | 15 | 56.3
multi-input cells | 237 | 1490
flip-flops and latches | 64 | 1490
well taps | 99 | 124
repair buffers | 8 | 72.6
No activity file was given, so power comes from the tool's default toggle rates.
